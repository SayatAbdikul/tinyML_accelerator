===== config.mk =====
export PLATFORM = sky130hd
export DESIGN_NAME = fetch_unit
export DESIGN_NICKNAME = fetch_unit
export VERILOG_FILES = /design/flow/design.v
export SDC_FILE = /design/flow/constraint.sdc
export NUM_CORES = 4
export LEC_CHECK = 1
export CORE_UTILIZATION = 40

===== constraint.sdc =====
current_design fetch_unit

set clk_period 6.8
set clk_io_pct 0.2

create_clock -name clk0 -period $clk_period [get_ports {clk}]

set non_clock_inputs [all_inputs -no_clocks]
set_input_delay [expr $clk_period * $clk_io_pct] -clock clk0 $non_clock_inputs
set_output_delay [expr $clk_period * $clk_io_pct] -clock clk0 [all_outputs]

===== design.v =====
module fetch_unit #(
    parameter ADDR_WIDTH  = 24,   
    parameter INSTR_WIDTH = 64,
    parameter DATA_WIDTH  = 8
)(
    input  logic                     clk,
    input  logic                     rst_n,
    input  logic                     fetch_en_i,
    output logic [ADDR_WIDTH-1:0]    pc_o,
    output logic [INSTR_WIDTH-1:0]   instr_o,
    output logic                     done,
    output logic                     mem_req,
    output logic [ADDR_WIDTH-1:0]    mem_addr,
    input  logic [DATA_WIDTH-1:0]    mem_rdata,
    input  logic                     mem_valid
);
    typedef enum logic [1:0] { IDLE, FETCH, DONE } state_t;
    state_t state, next_state;
    logic [$clog2(INSTR_WIDTH/8)-1:0] byte_cnt;
    logic [ADDR_WIDTH-1:0]            pc;
    logic [INSTR_WIDTH-1:0]           instruction;
    assign mem_addr = pc;
    assign mem_req  = (state == FETCH);
    assign pc_o = pc;
    always_comb begin
        next_state = state;
        unique case (state)
            IDLE:  if (fetch_en_i) next_state = FETCH;
            FETCH: if (byte_cnt == $clog2(INSTR_WIDTH/8)'((INSTR_WIDTH/8)-1)) next_state = DONE;
            DONE:  next_state = IDLE;
            default: next_state = IDLE;
        endcase
    end
    always_ff @(posedge clk or negedge rst_n) begin
        if (!rst_n) begin
            state             <= IDLE;
            pc                <= '0;
            byte_cnt          <= '0;
            instruction       <= '0;
            instr_o           <= '0;
            done              <= 1'b0;
        end else begin
            state      <= next_state;
            done       <= 1'b0;  
            unique case (state)
                IDLE: begin
                    if (fetch_en_i) begin
                        byte_cnt          <= '0;
                        pc               <= pc + 1;  
                    end
                end
                FETCH: begin
                    instruction[((INSTR_WIDTH/8 - 1 - int'(byte_cnt))*8) +: 8] <= mem_rdata;
                    if (byte_cnt < $clog2(INSTR_WIDTH/8)'((INSTR_WIDTH/8)-1)) begin
                        byte_cnt <= byte_cnt + 1'b1;
                        pc <= pc + 1'b1;
                    end
                end
                DONE: begin
                    instr_o <= instruction;
                    done    <= 1'b1;
                end
            endcase
        end
    end
endmodule

===== run.sh =====
#!/bin/bash
# OpenROAD 26Q1-2900-gdf79404cd8, Yosys 0.63+post, stock flow scripts
make -C /OpenROAD-flow-scripts/flow DESIGN_CONFIG=/design/flow/config.mk WORK_HOME=/design/flow/orfs finish

==> qor_table.md <==
| Result | Reported | Unit |
| --- | --- | --- |
| Outcome | finished, final reports clean | - |
| Final period utilization | 0.414 | - |
| Violation count after the first detailed-routing iteration | 191 | - |
| Chip footprint | 16700 | µm² |
| Avg WL per Cell | 16.7 | µm |
| Number of vias in the routed layout | 4068 | - |
| Peak VDD IR | 249 | µV |
| # H-tree levels | 4 | - |
| Reg2Reg Launch Point | byte_cnt[0]$_DFFE_PN0P_ | - |
| Pre-Repair DR Iteration Count | 6 | - |
| Clock-pin slew on the worst setup and hold paths | 60 | ps |
| Total length of routed wires | 13.5 | mm |
| Post-placement setup slack | 3850 | ps |
| Number of global-route vias before repair | 4196 | - |
| Critical Path AT | 3160 | ps |
| Met3 wire length | 750 | µm |
| Number of remaining DRC errors | 0 | - |
| Netlist area before placement | 6460 | µm² |
| Largest net degree at the start of global routing | 64 | - |
| Post-CTS Hold Fix Bufs | 0 | - |
| HPWL after detailed placement | 8.96 | mm |
| Final weighted congestion in routability-driven placement | 0.797 | - |
| Global-route wire length before repair | 22.4 | mm |
| Crit. Startpoint | byte_cnt[0]$_DFFE_PN0P_ | - |
| Achievable frequency | 355 | MHz |
| Worst Setup End Kind | register | - |
| Category of the worst setup path launch point | register | - |
| Power per unit of standard cell area | 442 | nW/µm² |
| Actual slew at the worst max-slew pin | 810 | ps |
| Clock tree from TritonCTS | yes | - |
| Finish-stage setup viols | 0 | - |
| Highest routing layer actually used | met4 | - |
| Worst min-delay path class | reg -> reg | - |
| Clock Sink Count | 159 | - |
| Routed via count divided by cell count | 5.03 | - |
| Diodes inserted | 0 | - |
| Reported leakage power | 3.63 | nW |
| Width of the die | 129 | µm |
| Total CTS buffers | 17 | - |
| Number of warnings the tools reported | 30 | - |
| Post-synth cell types | 39 | - |
| Combinational gate area | 2190 | µm² |
| Count of boundary I/O pins | 126 | - |
| Required time at the endpoint of the critical path | 7140 | ps |
| Number of setup buffers added after CTS | 0 | - |
| Unrepaired setup endpoints after global routing | no | - |
| Critical path peak fanout | 15 | - |
| Synth Instances | 474 | - |
| Number of max-cap violations | 0 | - |
| CTS Root Buffer Type | clkbuf_16 | - |
| Number of flip-flops and latches in the synthesized netlist | 159 | - |
| Final worst path period need | 2820 | ps |
| Max clock buf depth | 2 | - |
| Core Region | 15800 | µm² |
| Average cell area after synthesis | 13.6 | µm² |
| Register share after synthesis | 0.616 | - |
| Number of synthesis warnings | 1 | - |
| Setup TNS | 0 | ps |
| Die span in y | 129 | µm |
| CP Class | reg -> reg | - |
| Final number of max-transition violations | 0 | - |
| Ratio of cells with drive above 1 in the final layout | 0.192 | - |
| Antenna violations before repair | 0 | - |
| Asr flop ratio synth | 1.00 | - |
| Clock latency at the later pin of the worst-skew pair | 420 | ps |
| Final Hold Fails | 0 | - |
| Startpoint of the lowest-slack hold path | instruction[0]$_DFFE_PN0N_ | - |
| Post-cts repair resize count | 0 | - |
| Synth-to-Final Area Change | 30.3 | % |
| Total cell area reported by yosys after synthesis | 6460 | µm² |
| Final ANT Viol Nets | 0 | - |
| Setup slack after layout | 3980 | ps |
| Count of library flops with an enable pin | 0 | - |
| Global Route Usage Sum | 0.182 | - |
| Floorplan-stage core utilization | 0.408 | - |
| Met2 WL post-DR | 6.19 | mm |
| Filler instances | 1307 | - |
| Max-Slew Margin vs Limit | 0.458 | - |
| Buffers added on ports | 124 | - |
| Grt ovf | 0 | - |
| FF+latch area | 3980 | µm² |
| Cell count listed in synth_stat.txt | 474 | - |
| Sum of routed wire segments on met1 | 6.43 | mm |
| Row cnt | 46 | - |
| Fin Clk Skew | 5.94 | ps |
| Main synth FF type | dfrtp_1 | - |
[registers in the layout (all words and copies together) (netlist names)]
register and count:
done 1, state 3, pc 24, instruction 64, byte_cnt 3, instr_o 64
[per-layer routing]
layer,global-route usage,up-vias
met5,0,-
met4,0.0215,0
met3,0.0484,11
met2,0.270,124
met1,0.293,2032
li1,-,1901
[cell families after synthesis]
kind of cell | Yosys count | synth area share
compound gates | 68 | 0.0862
xor+xnor | 23 | 0.0312
fa+ha+maj | 8 | 0.0155
buf+inv | 49 | 0.0454
flops | 159 | 0.616
mux | 65 | 0.113
simple gates | 102 | 0.0919
[area by class of cell]
cell class	instances	area share
Sequential cell	159	0.473
Tap cell	216	0.0321
Clock buffer	22	0.0576
Inverter	7	0.00312
Multi-Input combinational cell	266	0.260
Clock inverter	10	0.0216
Timing Repair Buffer	129	0.152
[per-stage QoR]
step	utilization	instances	total power, mW	hold WS, ps	instance area (µm²)
2_1_floorplan	-	474	2.08	411	6460
3_3_place_gp	0.489	777	2.68	457	7750
3_5_place_dp	0.489	777	2.70	467	7750
4_1_cts	0.532	809	3.76	483	8410
5_1_grt	0.532	809	3.96	502	8410
6_report	0.532	809	3.72	484	8410
[power breakdown]
part,internal (mW),switching [mW],total [mW]
registers,1.31,0.240,1.55
clock network,0.689,0.357,1.05
logic,0.715,0.409,1.12
[synth_stat cells (2+ instances only)]
cell         n  area share
a22o_1      16       0.022
dfrtp_1    158        0.61
inv_1        7      0.0041
xor2_1       2      0.0027
buf_4       25       0.029
nand3_1      9      0.0070
clkbuf_1     3      0.0017
or3_1        7      0.0068
nand2_1     28       0.016
mux2_2      65        0.11
nor2b_1      4      0.0039
ha_1         8       0.016
nand2b_1     8      0.0078
nand4_1     11       0.011
buf_1        2      0.0012
and3_1       8      0.0078
and2_1       4      0.0039
and4_1       3      0.0041
o21ai_0     10      0.0078
nor2_1       8      0.0047
buf_2       10      0.0078
xnor2_1     21       0.028
o2bb2ai_1   40       0.054
clkbuf_2     2      0.0016
[worst max-delay path, cell delays in order, from the launching register on]
cell and delay [ps]:
dfrtp_1 670, ha_1 270, ha_1 340, inv_1 120, ha_1 390, nand2b_1 360, or3_1 440, o2bb2ai_1 160
[final timing paths]
| path | endpoint | slack [ps] | cells after the start |
|---|---|---|---|
| min in group asynchronous | instr_o[19]$_DFFE_PN0P_ | 880 | 1 |
| max in group asynchronous | instruction[5]$_DFFE_PN0N_ | 4750 | 2 |
| worst max-delay path | instruction[40]$_DFFE_PN0N_ | 3980 | 7 |
| worst max register to register | instruction[40]$_DFFE_PN0N_ | 3980 | 7 |
| worst min register to register | instruction[0]$_DFFE_PN0N_ | 480 | 2 |
| worst min-delay path | instruction[0]$_DFFE_PN0N_ | 480 | 2 |
[cells in the final DEF, fill, tap and decap left out, drive strengths merged, types with 2 or more instances in the layout]
cell type | netlist | final
clkbuf | 5 | 22
clkinv | 0 | 4
dfrtp | 158 | 158
or3 | 7 | 7
buf | 37 | 6
nor3 | 2 | 2
and2 | 4 | 4
and4 | 3 | 3
and3 | 9 | 9
nand2b | 8 | 8
nor2 | 9 | 9
bufinv | 0 | 5
o21ai | 10 | 10
nand3 | 10 | 10
xnor2 | 21 | 21
nor2b | 4 | 4
nand4 | 11 | 11
xor2 | 2 | 2
clkdlybuf4s50 | 0 | 123
o2bb2ai | 40 | 40
ha | 8 | 8
inv | 7 | 7
a22o | 16 | 16
mux2 | 65 | 65
nand2 | 29 | 29
Power figures rest on the tool's default switching activity, not on a simulated workload.
