--- config.mk ---
export PLATFORM = sky130hd
export DESIGN_NAME = quantization
export DESIGN_NICKNAME = quantization
export VERILOG_FILES = /design/flow/design.v
export SDC_FILE = /design/flow/constraint.sdc
export NUM_CORES = 4
export LEC_CHECK = 1
export CORE_UTILIZATION = 30
--- constraint.sdc ---
current_design quantization

set clk_period 14.6
set clk_io_pct 0.2

create_clock -name clk0 -period $clk_period [get_ports {clk}]

set non_clock_inputs [all_inputs -no_clocks]
set_input_delay [expr $clk_period * $clk_io_pct] -clock clk0 $non_clock_inputs
set_output_delay [expr $clk_period * $clk_io_pct] -clock clk0 [all_outputs]
--- design.v ---
module quantization (
    input clk,
    input reset_n,           
    input start_calib,       
    input [31:0] max_abs,    
    input signed [31:0] data_in,
    input data_valid,
    output signed [7:0] data_out,
    output data_valid_out,
    output calib_busy, 
    output calib_ready,
    output data_ready        
);
localparam STATE_IDLE    = 2'b00;
localparam STATE_CALIB   = 2'b01;
localparam STATE_READY   = 2'b10;
reg [1:0] state;
reg [31:0] stored_max_abs;
reg [31:0] scale_reg;       
reg calib_ready_reg;
always @(posedge clk or negedge reset_n) begin
    if (!reset_n) begin
        state <= STATE_IDLE;
        stored_max_abs <= 0;
        scale_reg <= 0;
        calib_ready_reg <= 0;
    end else begin
        case (state)
            STATE_IDLE: begin
                if (start_calib) begin
                    stored_max_abs <= max_abs;
                    state <= STATE_CALIB;
                    calib_ready_reg <= 0;
                end
            end
            STATE_CALIB: begin
                if (div_calib_ready) begin
                    scale_reg <= reciprocal_scale;
                    state <= STATE_READY;
                    calib_ready_reg <= 1;
                end
            end
            STATE_READY: begin
                if (start_calib) begin
                    stored_max_abs <= max_abs;
                    state <= STATE_CALIB;
                    calib_ready_reg <= 0;
                end
            end
            default: begin
            end
        endcase
    end
end
wire div_calib_ready;
wire [31:0] reciprocal_scale;
scale_calculator u_scale_calculator (
    .clk(clk),
    .reset_n(reset_n), 
    .max_abs(stored_max_abs),
    .start(state == STATE_CALIB && !div_calib_ready),   
    .reciprocal_scale(reciprocal_scale),
    .ready(div_calib_ready)
);
quantizer_pipeline u_quantizer (
    .clk(clk),
    .reset_n(reset_n),
    .int32_value(data_in),
    .reciprocal_scale(scale_reg),
    .valid_in(data_valid),
    .int8_value(data_out),
    .valid_out(data_valid_out)
);
assign calib_busy = (state == STATE_CALIB);
assign calib_ready = calib_ready_reg;
assign data_ready = (state == STATE_READY);
endmodule
module quantizer_pipeline (
    input clk,
    input reset_n,
    input signed [31:0] int32_value,
    input [31:0] reciprocal_scale,  
    input valid_in,
    output reg signed [7:0] int8_value,
    output reg valid_out
);
    reg signed [31:0] stage1_value;
    reg [31:0] stage1_scale;
    reg stage1_valid;
    always_ff @(posedge clk or negedge reset_n) begin
        if (!reset_n) begin
            stage1_valid <= 0;
        end else begin
            stage1_value <= int32_value;
            stage1_scale <= reciprocal_scale;
            stage1_valid <= valid_in;
        end
    end
    logic signed [63:0] stage2_product;
    logic stage2_valid;
    reg signed [63:0] mult_pipe [0:3];
    reg [3:0] valid_pipe;
    always_ff @(posedge clk or negedge reset_n) begin
        if(!reset_n) begin
             valid_pipe <= 0;
             mult_pipe[0] <= 0;
             mult_pipe[1] <= 0; 
             mult_pipe[2] <= 0; 
             mult_pipe[3] <= 0;
        end else begin
             valid_pipe <= {valid_pipe[2:0], stage1_valid};
             mult_pipe[0] <= $signed(stage1_value) * $signed({1'b0, stage1_scale});
             mult_pipe[1] <= mult_pipe[0];
             mult_pipe[2] <= mult_pipe[1];
             mult_pipe[3] <= mult_pipe[2];
        end
    end
    assign stage2_product = mult_pipe[3];
    assign stage2_valid = valid_pipe[3];
    reg signed [63:0] stage3_rounded;
    reg stage3_valid;
    always_ff @(posedge clk or negedge reset_n) begin
        if (!reset_n) begin
            stage3_valid <= 0;
        end else begin
            stage3_rounded <= (stage2_product + (1 << 23)) >>> 24;
            stage3_valid <= stage2_valid;
        end
    end
    always_ff @(posedge clk or negedge reset_n) begin
        if (!reset_n) begin
            int8_value <= 0;
            valid_out <= 0;
        end else begin
            valid_out <= stage3_valid;
            if (stage3_valid) begin
                if (stage3_rounded > 127)
                    int8_value <= 127;
                else if (stage3_rounded <= -128)
                    int8_value <= -128;
                else
                    int8_value <= $signed(stage3_rounded[7:0]);
            end
        end
    end
endmodule
module scale_calculator (
    input clk,
    input reset_n,
    input [31:0] max_abs,
    input start,
    output reg [31:0] reciprocal_scale,
    output reg ready
);
localparam DIVIDEND = 32'd2130706432;   
localparam MAX_CYCLES = 32;
reg [5:0] cycle_count;
reg [63:0] rem_quot;    
reg [31:0] divisor;
reg active;
always @(posedge clk or negedge reset_n) begin
    if (!reset_n) begin
        ready <= 0;
        reciprocal_scale <= 0;
        cycle_count <= 0;
        active <= 0;
        rem_quot <= 0;
        divisor <= 0;
    end else begin
        if (start && !active) begin
            if (max_abs == 0) begin
                reciprocal_scale <= 0;
                ready <= 1;
            end else begin
                divisor <= max_abs;
                rem_quot <= {32'b0, DIVIDEND};
                cycle_count <= 0;
                active <= 1;
                ready <= 0;
            end
        end else if (active) begin
            logic [63:0] next_rem_quot;
            next_rem_quot = rem_quot << 1;
            if (next_rem_quot[63:32] >= divisor) begin
                next_rem_quot[63:32] = next_rem_quot[63:32] - divisor;
                next_rem_quot[0] = 1'b1;   
            end
            rem_quot <= next_rem_quot;
            if (cycle_count == MAX_CYCLES-1) begin
                reciprocal_scale <= next_rem_quot[31:0];
                ready <= 1;
                active <= 0;
            end else begin
                cycle_count <= cycle_count + 1;
            end
        end else begin
            ready <= 0;
        end
    end
end
endmodule
--- run.sh ---
#!/bin/bash
# OpenROAD 26Q1-2900-gdf79404cd8, Yosys 0.63+post, stock flow scripts
make -C /OpenROAD-flow-scripts/flow DESIGN_CONFIG=/design/flow/config.mk WORK_HOME=/design/flow/orfs finish
==> ci_impl_report.md <==
### Metrics collected by this job

| Metric | Value |
|---|---|
| # IOs | `80` |
| Biggest regs | `u_quantizer.mult_pipe: 164 flops, u_scale_calculator.rem_quot: 63 flops, u_quantizer.stage3_rounded: 40 flops` |
| Start point of the critical path | `u_quantizer.stage1_value[31]` |
| Largest reg by FF count | `u_quantizer.mult_pipe` |
| Setup_tns | `0 ns` |
| Yosys stat area | `between 50000 and 60000 um2` |
| Final hold vios | `0` |
| Gr ovfl total | `0` |
| Hold Slack | `around 0.32 ns` |
| Synthesized area | `approximately 52000 um2` |
| Status | `completed` |
| MI comb area | `around 35000 um2` |
| Minimum clock period after layout | `8.21 ns` |
| Layout fillers | `between 15000 and 20000` |
| Fraction of registers with async set/reset | `78.6%` |
| Drt pass-1 iters | `7` |
| Clock-pin slew of the registers on the worst-case setup and hold paths | `roughly 0.06 ns` |
| Seq. cell area | `roughly 13000 um2` |
| Clock latency (worst-skew pair) | `0.64 ns` |
| Fmax | `122 MHz` |
| Main synth FF type | `dfrtp_1` |
| Slew at the pin closest to its max-slew limit | `about 0.80 ns` |
| Setup Crit Path Kind | `reg2reg` |
| CTS tree | `done` |
| Bufs on Longest Clock Path | `3` |
| Yosys reg bits | `approximately 490` |
| Tool warnings | `27` |
| Slew Limit Fails | `0` |
| Final Wtd Congestion | `a little over 0.9` |
| Worst Skew | `approximately 0.035 ns` |
| Sequential-to-total area share from yosys stat | `between 20% and 30%` |
| Critical Path End Type | `flip-flop` |
| PortBufs | `just under 80` |
| Post-CTS Resized | `0` |
| Gate Count Post-Synth | `between 5000 and 6000` |
| Post-DP HPWL | `approximately 90 mm` |
| Avg WL per Cell | `16.2 um` |
| Max-slew headroom | `45.5%` |
| Site Rows | `between 150 and 200` |
| Unrepaired setup endpoints after global routing | `no` |
| Final Util | `between 30% and 40%` |
| Synth area leader | `fa_1` |
| Post-route cell area | `between 50000 and 60000 um2` |
| CTS Sinks | `around 500` |
| Share of cells above drive strength 1 | `under 10%` |
| CORE AREA | `roughly 170000 um2` |
| Deepest level of the CTS H-tree | `2` |
| Number of max-cap violations | `0` |
| Die width | `roughly 420 um` |
| CP required | `between 15 and 20 ns` |
| Area leader share | `between 30% and 40%` |
| Total wire length | `approximately 120 mm` |
| Avg Synthesized Cell Area | `10.2 um2` |
| Via count | `around 33000` |
| Number of remaining DRC errors | `0` |
| Die area | `roughly 170000 um2` |
| Global-route wire length before repair | `199 mm` |
| Area grow syn2layout | `9.76%` |
| Top cells, area | `fa_1 35%, dfrtp_1 18%, and2_1 7.8%, ha_1 7.7%, inv_1 7.0%` |
| Setup WS post-layout | `6.39 ns` |
| Vias per cell | `between 4 and 5` |
| Synth top cells by count | `976 x inv_1, 897 x fa_1, 646 x and2_1` |
| Hold Path Class | `reg2reg` |
| Fin crit share | `56.2%` |
| Layout Cells excl Fill | `about 7400` |
| Synth warn | `4` |
| Worst Setup Start Kind | `flip-flop` |
| Initial Util | `between 30% and 40%` |
| Most frequent cell after synthesis | `inv_1` |
| Placed cell areas | `55300 um2` |
| Pre-CTS setup slack | `roughly 6.4 ns` |
| # diodes | `0` |
| Maximum number of pins on one net before global-route repair | `131` |
| Unique masters post-synth | `77` |
| Post-CTS setup buffers | `0` |
| Initial antenna violation count | `0` |
| Vias in the first global route | `between 30000 and 40000` |
| Crit path max fanout | `21` |
| Die height | `roughly 420 um` |
| EDFF count, synth | `~100` |
| Hold-fix buffers at CTS | `0` |
| Cts bufs inserted | `around 52` |
| DRT antenna net count | `0` |
| Arr. time, crit path | `8.72 ns` |
| # setup viols final | `0` |
| Max FFs per register | `between 150 and 200` |
| Root buf cell | `clkbuf_16` |
| # Cells Yosys | `5080` |
| R2R setup slack | `~6.4 ns` |
| Worst R2R Start | `u_quantizer.stage1_value[31]` |
| Aggregate global-route resource usage | `between 15 and 20%` |
| First DRT Iteration DRCs | `~1300` |
| HP Start | `u_quantizer.mult_pipe[1][43]` |
| Inst Count DP | `between 7000 and 8000` |
==> per-layer routing <==
metal | routed length (um) | global-route usage (%) | up-vias | part of all wire, %
met3 | 12500 | 7.08 | 149 | 10
met2 | 55000 | 23.0 | 1110 | 46
met5 | 0 | 0 | - | 0
met1 | 49100 | 20.2 | 16616 | 41
li1 | - | - | 15448 | -
met4 | 2700 | 2.67 | 0 | 2.3
==> cell families (layout without fill, tap and decap cells) <==
family                   count (synthesis)  after routing  share of synthesized area (%)
adder cells (fa/ha/maj)               1218           1218                           42.3
AND/OR/NAND/NOR                       1486           1486                           14.8
buffers and inverters                 1242           1233                           9.02
XOR/XNOR                               112            112                           1.89
AND-OR/OR-AND                          436            436                           5.47
flip-flops                             486            486                           24.4
multiplexers                           100            100                           2.16
==> worst max-delay path: stages (launching register included) <==
cell,delay [ns]
edfxtp_1,0.88
inv_1,0.08
buf_4,0.28
fa_1,0.56
inv_1,0.05
fa_1,0.53
inv_1,0.05
fa_1,0.53
fa_1,0.56
inv_1,0.05
fa_1,0.48
fa_1,0.52
fa_1,0.51
inv_1,0.05
fa_1,0.48
inv_1,0.04
ha_1,0.38
a21o_1,0.22
a21o_1,0.17
a21oi_1,0.23
nor2_1,0.07
a311oi_1,0.34
and4b_1,0.38
nor3_1,0.14
o2111a_1,0.26
a311oi_1,0.19
==> worst paths after layout <==
kind | depth (start not counted) | to
worst max-delay path | 25 | u_quantizer.mult_pipe[0][58]
worst min-delay path | 0 | u_quantizer.mult_pipe[2][43]
worst max register to register | 25 | u_quantizer.mult_pipe[0][58]
worst min register to register | 0 | u_quantizer.mult_pipe[2][43]
max in group asynchronous | 4 | u_scale_calculator.divisor[8]
min in group asynchronous | 1 | scale_reg[8]
==> layout make-up <==
cell class | instances | area share (%)
clock buffers | 71 | 2.63
multi-input cells | 3352 | 60.7
well taps | 2310 | 5.07
repair buffers | 159 | 2.47
clock inverters | 27 | 0.493
flip-flops and latches | 486 | 22.2
inverters | 976 | 6.42
==> placed cells by master, fill, tap and decap left out, drive strengths merged, types with 6 or more instances in the layout <==
master,instances
xor2,38
a21o,45
xnor2,74
clkinv,18
a22o,39
ha,321
o21a,6
nor4,22
nor3,15
a22oi,19
mux2,98
and3,21
a211oi,9
inv,981
nor2,93
edfxtp,104
a31oi,8
and2,647
fa,897
o21ai,124
nand4,43
a21oi,108
o21bai,18
nand2,541
dfrtp,381
nor2b,10
nand3,43
o22ai,9
clkdlybuf4s50,78
nand2b,21
o211ai,7
or2,7
buf,81
clkbuf,71
and4,8
