`flow/run.sh`:
```
#!/bin/bash
# OpenROAD 26Q1-2900-gdf79404cd8, Yosys 0.63+post, stock flow scripts
make -C /OpenROAD-flow-scripts/flow DESIGN_CONFIG=/design/flow/config.mk WORK_HOME=/design/flow/orfs finish
```
`flow/config.mk`:
```
export PLATFORM = sky130hd
export DESIGN_NAME = wallace_32x32
export DESIGN_NICKNAME = wallace_32x32
export VERILOG_FILES = /design/flow/design.v
export SDC_FILE = /design/flow/constraint.sdc
export NUM_CORES = 4
export LEC_CHECK = 1
export CORE_UTILIZATION = 50
```
`flow/constraint.sdc`:
```
current_design wallace_32x32

set clk_period 13.9
set clk_io_pct 0.2

create_clock -name clk0 -period $clk_period [get_ports {clk}]

set non_clock_inputs [all_inputs -no_clocks]
set_input_delay [expr $clk_period * $clk_io_pct] -clock clk0 $non_clock_inputs
set_output_delay [expr $clk_period * $clk_io_pct] -clock clk0 [all_outputs]
```
`flow/design.v`:
```
module compressor_3to2 (
    input [63:0] a,
    input [63:0] b,
    input [63:0] c,
    output [63:0] sum,
    output [63:0] carry
);
    assign sum = a ^ b ^ c;
    assign carry = ((a & b) | (b & c) | (a & c)) << 1;
endmodule
module wallace_32x32 (
    input clk,
    input rst_n,
    input valid_in,
    input signed [31:0] a,
    input signed [31:0] b,
    output reg signed [63:0] prod,
    output reg valid_out
);
reg [63:0] stage3_reg [0:9];   
reg [63:0] stage8_reg [0:1];   
reg [63:0] prod_reg;           
reg valid_stage1;
reg valid_stage2;
reg valid_stage3;
wire [63:0] pp [0:31];
wire [63:0] a_extended = {{32{a[31]}}, a};   
genvar gi;
generate
    for (gi = 0; gi < 32; gi = gi + 1) begin : pp_gen
        if (gi < 31) begin: normal_pps
            assign pp[gi] = b[gi] ? (a_extended << gi) : 64'b0;
        end
        else begin: msb_pp
            assign pp[31] = b[31] ? - (a_extended << 31) : 64'b0;
        end
    end
endgenerate
wire [63:0] stage1 [0:21];
generate
    for (gi = 0; gi < 10; gi = gi + 1) begin : stage1_group
        compressor_3to2 comp1_inst (
            .a(pp[3*gi]),
            .b(pp[3*gi+1]),
            .c(pp[3*gi+2]),
            .sum(stage1[2*gi]),
            .carry(stage1[2*gi+1])
        );
    end
    assign stage1[20] = pp[30];
    assign stage1[21] = pp[31];
endgenerate
wire [63:0] stage2 [0:14];
generate
    for (gi = 0; gi < 7; gi = gi + 1) begin : stage2_group
        compressor_3to2 comp2_inst (
            .a(stage1[3*gi]),
            .b(stage1[3*gi+1]),
            .c(stage1[3*gi+2]),
            .sum(stage2[2*gi]),
            .carry(stage2[2*gi+1])
        );
    end
    assign stage2[14] = stage1[21];
endgenerate
wire [63:0] stage3 [0:9];
generate
    for (gi = 0; gi < 5; gi = gi + 1) begin : stage3_group
        compressor_3to2 comp3_inst (
            .a(stage2[3*gi]),
            .b(stage2[3*gi+1]),
            .c(stage2[3*gi+2]),
            .sum(stage3[2*gi]),
            .carry(stage3[2*gi+1])
        );
    end
endgenerate
always @(posedge clk or negedge rst_n) begin
    if (!rst_n) begin
        valid_stage1 <= 0;
        for (int j = 0; j < 10; j++) stage3_reg[j] <= '0;
    end
    else if (valid_in) begin
        valid_stage1 <= 1;
        for (int j = 0; j < 10; j++) stage3_reg[j] <= stage3[j];
    end
    else begin
        valid_stage1 <= 0;
        for (int j = 0; j < 10; j++) stage3_reg[j] <= '0;
    end
end
wire [63:0] stage4 [0:6];
generate
    for (gi = 0; gi < 3; gi = gi + 1) begin : stage4_group
        compressor_3to2 comp4_inst (
            .a(stage3_reg[3*gi]),
            .b(stage3_reg[3*gi+1]),
            .c(stage3_reg[3*gi+2]),
            .sum(stage4[2*gi]),
            .carry(stage4[2*gi+1])
        );
    end
    assign stage4[6] = stage3_reg[9];
endgenerate
wire [63:0] stage5 [0:4];
generate
    for (gi = 0; gi < 2; gi = gi + 1) begin : stage5_group
        compressor_3to2 comp5_inst (
            .a(stage4[3*gi]),
            .b(stage4[3*gi+1]),
            .c(stage4[3*gi+2]),
            .sum(stage5[2*gi]),
            .carry(stage5[2*gi+1])
        );
    end
    assign stage5[4] = stage4[6];
endgenerate
wire [63:0] stage6 [0:3];
compressor_3to2 comp6_0_inst (
    .a(stage5[0]),
    .b(stage5[1]),
    .c(stage5[2]),
    .sum(stage6[0]),
    .carry(stage6[1])
);
assign stage6[2] = stage5[3];
assign stage6[3] = stage5[4];
wire [63:0] stage7 [0:2];
compressor_3to2 comp7_0_inst (
    .a(stage6[0]),
    .b(stage6[1]),
    .c(stage6[2]),
    .sum(stage7[0]),
    .carry(stage7[1])
);
assign stage7[2] = stage6[3];
wire [63:0] stage8 [0:1];
compressor_3to2 comp8_0_inst (
    .a(stage7[0]),
    .b(stage7[1]),
    .c(stage7[2]),
    .sum(stage8[0]),
    .carry(stage8[1])
);
always @(posedge clk or negedge rst_n) begin
    if (!rst_n) begin
        valid_stage2 <= 0;
        stage8_reg[0] <= '0;
        stage8_reg[1] <= '0;
    end
    else if (valid_stage1) begin
        valid_stage2 <= 1;
        stage8_reg[0] <= stage8[0];
        stage8_reg[1] <= stage8[1];
    end
    else begin
        valid_stage2 <= 0;
        stage8_reg[0] <= '0;
        stage8_reg[1] <= '0;
    end
end
wire signed [63:0] final_sum = stage8_reg[0] + stage8_reg[1];
always @(posedge clk or negedge rst_n) begin
    if (!rst_n) begin
        valid_stage3 <= 0;
        prod_reg <= '0;
    end
    else if (valid_stage2) begin
        valid_stage3 <= 1;
        prod_reg <= final_sum;
    end
    else begin
        valid_stage3 <= 0;
        prod_reg <= '0;
    end
end
assign prod = prod_reg;
assign valid_out = valid_stage3;
endmodule
```
==> deck_impl_summary.md <==
Key Metrics from the Run

Clock network
  • # H-tree levels: 3
  • CTS tree: built
  • Clock root buffer: clkbuf_16
  • Resized cells post-CTS: 0
  • Maximum buffer depth of the clock tree: 3
  • Post CTS Setup Buffer Count: 0
  • Sink Count: 569
  • Post-CTS Hold Buffers: 0
  • Late-Pin Clk Latency: 640 ps
  • CTS Buf Count: 70
  • Worst-path clk slew: 60 ps

Synth
  • Cell area leaders: fa_1, dfrtp_1, and2_1, inv_1, ha_1
  • Syn Inst Count: 5169
  • Post-synth cell types: 57
  • Yosys top cell by instances: and2_1
  • Area leader, netlist: fa_1
  • Cell Area, Synth: 54600 um^2
  • Ys cells: 5169
  • Ys Warns: 9
  • Syn Area/Cell: 10.6 um^2
  • Post-synth seq share: 0.261
  • Post-synth regs: 569
  • Main flop type: dfrtp_1
  • EDFF count, synth: 0
  • Area leader share: 0.384
  • Synth async-reset ratio: 1.00
  • Yosys Chip Area: 54600 um^2
  • Post-synth top cells: and2_1, inv_1, fa_1, dfrtp_1, clkbuf_1

Worst setup path
  • Max stage delay on crit path: 660 ps
  • Crit path cell chain: clkdlybuf4s50_1 -> buf_4 -> or4_4 -> nor4_2 -> nand3_1 -> nor4_1 -> nand2_1 -> nor2_1 -> a21oi_1 -> o21a_1 -> fa_1 -> and2_1
  • CP endpoint kind: flop
  • Buf/Inv on CP: 2
  • Critical path type: input pin to flop
  • CP Launch Type: input pin
  • Crit-path max FO: 36
  • Arr. time, crit path: 7320 ps
  • Crit path max-delay cell type: nor4_2
  • Crit path DRT: 14430 ps
  • CP delay by family, top: simple AND/OR/NAND/NOR gates

Cells and area
  • P&R area growth vs syn: 9.40%
  • Largest register FFs: 383
  • Post-route insts no fill: 6621
  • Post-layout util: 0.555
  • Share of layout cells above drive strength 1: 0.0414

Global routing
  • Initial antenna violation count: 3
  • Total gr overflow: 0
  • Gr usage total: 0.283
  • Largest net degree at the start of global routing: 134
  • Global-route wire length before repair: 218 mm
  • Vias in the first global route: 37074

Die
  • Die height: 333 um
  • Chip width: 333 um
  • # rows: 120
  • Initial Util: 0.507
  • # IOs: 132
  • Die area: 111000 um^2
  • Placeable Area: 108000 um^2

Detailed routing
  • DR vias/cell: 4.96
  • DRC: 0
  • Drt first pass iters: 5
  • Final WL: 136 mm
  • Via count: 32860
  • Starting DRT DRC Count: 1137
  • WL/cell: 20.5 um
  • Post-DRT Antenna Nets: 0

STA
  • Hold Violations, Final: 0
  • Fmax: 0.147 GHz
  • RSZ-0062 raised after global routing: no
  • Slew Viols, Final: 0
  • Final Skew: 27.0 ps
  • Endpoints failing setup: 0
  • Slew @ Worst Pin: 788 ps
  • Fin crit share: 0.488
  • Min cycle time layout: 6780 ps
  • Slew HR: 0.475
  • Post-Route Setup TNS: 0 ps

Run
  • Tool warning count: 37
  • Max Cap Viol: 0

Placed design
  • Gpl congestion: 0.909
  • Post-placement cell count: 6493
  • Detailed Place HPWL: 99.6 mm
  • IO Port Bufs: 131

Power
  • Lkg Pwr: 28.5 nW
  • Worst VDD drop: 0.215 mV
  • Cell Pwr Density: 203 nW/um^2
  • Total power: 0.0121 W

Run status
  • Status: finished, final reports clean

Min path
  • Worst hold path type: flop to flop
## power breakdown
| group | switching (W) | total, W | internal, W |
|---|---|---|---|
| Combinational | 0.00453 | 0.00785 | 0.00332 |
| Sequential | 0.000163 | 0.00228 | 0.00212 |
| Clock | 0.000762 | 0.00201 | 0.00125 |
| Total | 0.00545 | 0.0121 | 0.00669 |
## final timing paths
check	start	end	slack, ps	depth (start not counted)
max reg2reg	stage3_reg[0][62]	stage8_reg[0][57]	9690	8
min in group asynchronous	rst_n	stage3_reg[2][17]	2110	1
max	a[7]	stage3_reg[8][58]	7120	12
min reg2reg	stage8_reg[0][2]	prod_reg[2]	450	1
max in group asynchronous	rst_n	stage3_reg[0][35]	9400	4
min	stage8_reg[0][2]	prod_reg[2]	450	1
## metal layers
metal	up-vias	global-route usage	wire length, um
li1	14823	-	-
met1	16691	0.444	57700
met2	1210	0.361	54100
met3	130	0.186	21400
met4	6	0.0368	2290
met5	-	0.00521	84
## cell families after synthesis
family / after synthesis / synth area share
adder cells (fa/ha/maj): 1202 / 0.419
XOR/XNOR: 68 / 0.0109
multiplexers: 7 / 0.00128
AND-OR/OR-AND: 206 / 0.0236
AND/OR/NAND/NOR: 1760 / 0.191
buffers and inverters: 1357 / 0.0934
flip-flops: 569 / 0.261
## cell usage in the layout (no fill, tap or decap), types with 10 or more instances in the layout
cell type,Yosys,layout
dfrtp_1,569,568
nand2_1,180,180
and3_1,17,17
and2_1,1126,1126
a21oi_1,61,61
xor2_1,25,25
clkbuf_16,0,73
inv_1,1066,1066
bufinv_16,0,11
clkdlybuf4s50_1,0,129
nor2_1,74,74
nor2b_1,271,271
nand4_1,18,18
buf_4,0,79
xnor2_1,43,43
clkbuf_8,0,16
nand2b_1,12,12
o21bai_1,11,11
ha_1,153,153
clkbuf_1,288,10
o21ai_0,42,42
a31oi_1,12,12
o21a_1,16,16
a21o_1,32,32
nor3_1,20,20
fa_1,1049,1049
## area by class of cell
cell class	instances	area (um^2)
Fill cell	9168	47900
Multi-Input combinational cell	3243	35300
Sequential cell	569	14200
Inverter	1067	4010
Clock buffer	99	2080
Timing Repair Buffer	211	1930
Tap cell	1403	1760
Clock inverter	28	454
Antenna cell	1	2.50
## through the flow
step / hold WS, ps / setup slack [ps] / cell area (um^2)
floorplan: 352 / 7980 / 54600
detailed placement: 441 / 6550 / 57200
CTS: 457 / 7240 / 59800
global route: 471 / 6830 / 59800
finish: 452 / 7120 / 59800
global placement: 435 / 6600 / 57200
Power and IR drop assume default switching activity.
