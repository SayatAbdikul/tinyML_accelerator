==> /design/flow/design.v <==
module load_m #(
    parameter TILE_WIDTH = 256,
    parameter DATA_WIDTH = 8,
    parameter ADDR_WIDTH = 24
)
(
    input logic clk,
    input logic rst,
    input logic valid_in,
    input logic [ADDR_WIDTH-1:0] dram_addr,
    input logic [9:0] rows,        
    input logic [9:0] cols,        
    output logic [TILE_WIDTH-1:0] data_out,
    output logic tile_out,
    output logic valid_out,
    output logic mem_req,
    output logic [ADDR_WIDTH-1:0] mem_addr,
    input  logic [DATA_WIDTH-1:0] mem_rdata,
    input  logic mem_valid
);
    localparam TILE_ELEMS = TILE_WIDTH / DATA_WIDTH;
    logic [$clog2(TILE_ELEMS)-1:0] elem_cnt;        
    logic [TILE_WIDTH-1:0] tile;
    logic [9:0] current_row;                        
    logic [9:0] col_in_row;                         
    logic [9:0] tile_in_row;                        
    logic [9:0] tiles_per_row;                      
    enum logic [2:0] {IDLE, INIT_READING, READING, NEXT_TILE, NEXT_ROW, DONE} state;
    always_ff @(posedge clk or posedge rst) begin
        if (rst) begin
            state <= IDLE;
            elem_cnt <= '0;
            mem_addr <= '0;
            tile <= '0;
            valid_out <= 0;
            tile_out <= 0;
            current_row <= 0;
            col_in_row <= 0;
            tile_in_row <= 0;
            tiles_per_row <= 0;
        end else begin
            tile_out <= 0;
            case (state)
                IDLE: begin
                    elem_cnt <= '0;
                    valid_out <= 0;
                    if (valid_in) begin
                        mem_addr <= dram_addr;
                        current_row <= 0;
                        col_in_row <= 0;
                        tile_in_row <= 0;
                        tiles_per_row <= (cols + TILE_ELEMS - 1) / TILE_ELEMS;   
                        state <= INIT_READING;
                    end
                end
                INIT_READING: begin
                    state <= READING;
                    mem_addr <= mem_addr + 1;
                end
                READING: begin
                    if (mem_valid) begin
                        if (col_in_row < cols) begin
                            tile[int'(elem_cnt)*DATA_WIDTH +: DATA_WIDTH] <= mem_rdata;
                        end else begin
                            tile[int'(elem_cnt)*DATA_WIDTH +: DATA_WIDTH] <= '0;   
                        end
                        col_in_row <= col_in_row + 1;
                        if (int'(elem_cnt) == TILE_ELEMS-1) begin
                            state <= NEXT_TILE;
                        end else begin
                            elem_cnt <= elem_cnt + 1;
                            mem_addr <= mem_addr + 1;
                        end
                    end
                end
                NEXT_TILE: begin
                    tile_out <= 1;
                    tile_in_row <= tile_in_row + 1;
                    elem_cnt <= '0;
                    if (tile_in_row + 1 >= tiles_per_row) begin
                        state <= NEXT_ROW;
                    end else begin
                        state <= INIT_READING;
                    end
                end
                NEXT_ROW: begin
                    current_row <= current_row + 1;
                    if (current_row + 1 >= rows) begin
                        state <= DONE;
                        valid_out <= 1;
                    end else begin
                        col_in_row <= 0;
                        tile_in_row <= 0;
                        state <= INIT_READING;
                    end
                end
                DONE: begin
                    state <= IDLE;
                end
                default: state <= IDLE;
            endcase
        end
    end
    assign data_out = tile;
    assign mem_req = (state == INIT_READING || state == READING) && (state != NEXT_TILE);
endmodule
==> /design/flow/run.sh <==
#!/bin/bash
# OpenROAD 26Q1-2900-gdf79404cd8, Yosys 0.63+post, stock flow scripts
make -C /OpenROAD-flow-scripts/flow DESIGN_CONFIG=/design/flow/config.mk WORK_HOME=/design/flow/orfs finish
==> /design/flow/config.mk <==
export PLATFORM = sky130hd
export DESIGN_NAME = load_m
export DESIGN_NICKNAME = load_m
export VERILOG_FILES = /design/flow/design.v
export SDC_FILE = /design/flow/constraint.sdc
export NUM_CORES = 4
export LEC_CHECK = 1
export CORE_UTILIZATION = 40
==> /design/flow/constraint.sdc <==
current_design load_m

set clk_period 5.3
set clk_io_pct 0.2

create_clock -name clk0 -period $clk_period [get_ports {clk}]

set non_clock_inputs [all_inputs -no_clocks]
set_input_delay [expr $clk_period * $clk_io_pct] -clock clk0 $non_clock_inputs
set_output_delay [expr $clk_period * $clk_io_pct] -clock clk0 [all_outputs]
==> results.py <==
# Physical implementation metrics
metrics = {
    "run_status": {
        "outcome": "finished, final reports clean",
    },
    "sta": {
        "fin_crit_ns": 3.58,
        "tns_ns": 0,
        "finalHoldViolCount": 0,
        "max_freq_ghz": 0.279,
        "relSlewSlack_pct": 43.1,
        "setup_violations": 0,
        "slew_viol_final": 0,
        "rsz0062_at_grt": "no",
        "worst_slew_pin_slew_ns": 0.851,
        "fin_worst_skew_ns": 0.0269,
        "fin_crit_sh_pct": 67.6,
    },
    "worst_setup_path": {
        "crit_family": "AND-OR/OR-AND gates",
        "worstSetupEndpointType": "flip-flop",
        "critPathSlowestCell": "clkdlybuf4s50_1",
        "critPathBufInv": 4,
        "crit_arrival_ns": 4.00,
        "cp-start-kind": "input port",
        "crit_fanout": 20,
        "path_class": "in2reg",
        "slowest_delay_ns": 0.47,
        "crit_chain": "clkdlybuf4s50_1 > inv_1 > ha_1 > a21o_1 > a21o_1 > a211oi_1 > o32a_1 > nand3b_1 > buf_4 > buf_4 > o21ai_0",
        "crit_required_ns": 5.72,
    },
    "synth": {
        "synth_chip_area_mm2": 0.0140,
        "synthArstFlopShare_pct": 100,
        "synth_cells": 1461,
        "synthTopCellsByArea": "dfrtp_1 (59%), o21ai_0 (11%), nand2_1 (9.4%)",
        "yosys.area.top_type": "dfrtp_1",
        "syn_area_mm2": 0.0140,
        "postSynthSeqShare_pct": 58.8,
        "synth_flops": 329,
        "ys_warn_count": 1,
        "synth_top_area_share_pct": 58.6,
        "yosysUniqueCellTypes": 63,
        "flop_cell": "dfrtp_1",
        "ys_cells": 1461,
        "synth-edff-count": 0,
        "syn_avg_cell_area_um2": 9.58,
    },
    "flow_run": {
        "cap_viol_max_count": 0,
        "warning_count": 33,
    },
    "cts": {
        "tritoncts": "yes",
        "cts_inserted_buffers": 36,
        "cts_hold_buf": 0,
        "clock_sinks": 329,
        "post_cts_buffers": 0,
        "clk_latency_ns": 0.52,
        "htreeDepth": 2,
        "clk_pin_slew_worst_paths_ns": 0.06,
        "post_cts_resized": 0,
        "ctsRootBufferMaster": "clkbuf_16",
        "cts_max_path_buffers": 3,
    },
    "route": {
        "routed_via_density": 5.13,
        "via_count": 11600,
        "antenna_left": 0,
        "wire_per_inst_um": 18.9,
        "first_pass_iters": 5,
        "drt_iter0_markers": 600,
        "drc": 0,
        "wirelength_um": 42700,
    },
    "floorplan": {
        "design.core.area_mm2": 0.0345,
        "num_io_pins": 339,
        "rows": 68,
        "chipArea_mm2": 0.0358,
        "fp.dieH_um": 189,
        "fp_util_pct": 40.6,
        "die_w_um": 189,
    },
    "grt": {
        "grt_usage_pct": 25.5,
        "grt_overflow": 0,
        "grt_pass1_vias": 11200,
        "grt_pass1_wl_um": 67100,
        "antenna_found_initial": 2,
        "grt_max_degree": 113,
    },
    "finish": {
        "logic_area_mm2": 0.00529,
        "fin_area_mm2": 0.0191,
        "syn2layout_area_growth_pct": 36.1,
        "final_cells": 2256,
        "drive_above_1_share_pct": 5.28,
        "regArea_mm2": 0.00823,
        "fillers": 3008,
    },
    "placement": {
        "dp.cells": 2191,
        "placed_area_mm2": 0.0178,
        "gp_congestion": 0.866,
        "portBuffers": 338,
        "dpl.hpwl_um": 29700,
    },
    "power": {
        "peakVddDrop_uv": 366,
        "power_leakage_nw": 8.41,
        "power_density_mw_per_mm2": 536,
    },
    "hold_path": {
        "hold_path_class": "reg2reg",
    },
}
cell families after synthesis:
family                     Yosys count  synth area share, %
muxes                                7                0.500
buffers and inverters              124                 3.46
and+or+nand+nor                    518                 15.9
DFF                                329                 58.8
adders and majority gates           33                 2.95
AOI/OAI and AO/OA                  430                 17.1
xor gates and xnor gates            20                 1.25
flip-flops by register name, summed over array words and instances (netlist names):
name           flops
tile             256
col_in_row        10
valid_out          1
tile_out           1
elem_cnt           5
tile_in_row       10
current_row       10
state              6
tiles_per_row      6
mem_addr          24
metal layers:
layer,routed length [um],up-vias,global-route usage (%),share of wire (%)
li1,-,5642,-,-
met1,19200,5519,39.7,45
met2,18200,358,36.3,43
met3,4470,49,9.40,10
met4,794,2,3.82,1.9
met5,17,-,0,0.040
layout by cell type, fill, tap and decap left out, types with 10 or more instances in the layout:
cell type and instances:
xnor2_1 14, o21ai_0 296, ha_1 33, nand2_1 351, clkdlybuf4s50_1 338, clkbuf_16 38
clkbuf_8 15, nor3_1 14, nor2_1 48, nand4_1 10, o31ai_1 17, dfrtp_1 328
nand3_1 35, o22ai_1 14, buf_4 20, a21oi_1 46, inv_1 37, and3_1 11
power breakdown:
part	switching, W	total [W]	internal, W	leakage, nW
sequential	0.000674	0.00412	0.00345	4.31
combinational	0.00144	0.00352	0.00208	3.48
clock	0.00101	0.00257	0.00157	0.619
total	0.00311	0.0102	0.00710	8.41
final cells by class:
class                   instances  area share, %
flip-flops and latches        329           43.2
multi-input cells            1008           27.7
repair buffers                360           18.8
clock buffers                  58           6.17
well taps                     455           2.99
inverters                      39          0.788
clock inverters                 6          0.348
diodes                          1         0.0131
final timing paths:
path / startpoint / endpoint / slack [ns] / depth (start not counted)
max: cols[5] / tile[252] / 1.72 / 11
max in group asynchronous: rst / tile[170] / 3.35 / 3
max reg2reg: current_row[0] / col_in_row[7] / 1.90 / 11
min: state[4] / state[0] / 0.44 / 1
min reg2reg: state[4] / state[0] / 0.44 / 1
min in group asynchronous: rst / mem_addr[13] / 0.94 / 2
synthesized netlist by cell type, types with 14 or more instances:
| library cell | instances |
|---|---|
| o22ai_1 | 14 |
| dfrtp_1 | 328 |
| inv_1 | 38 |
| o21ai_0 | 296 |
| xnor2_1 | 14 |
| nor3_1 | 14 |
| nand2_1 | 351 |
| o31ai_1 | 17 |
| a21oi_1 | 46 |
| ha_1 | 33 |
| clkbuf_1 | 75 |
| nor2_1 | 48 |
| nand3_1 | 35 |
stage by stage:
| stage | utilization [%] | total power (W) | worst slack (ns) | hold WS (ns) |
|---|---|---|---|---|
| 3_5_place_dp | 51.7 | 0.00767 | 1.18 | 0.424 |
| 4_1_cts | 55.3 | 0.0103 | 1.74 | 0.438 |
| 5_1_grt | 55.3 | 0.0109 | 1.48 | 0.473 |
| 6_report | 55.3 | 0.0102 | 1.72 | 0.440 |
| 3_3_place_gp | 51.7 | 0.00763 | 1.23 | 0.417 |
| 2_1_floorplan | - | 0.00524 | -0.152 | 0.352 |
Power is estimated from default activity; no workload was simulated.
